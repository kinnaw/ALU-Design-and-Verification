`run.sh`:
```
#!/bin/bash
# OpenROAD 26Q1-2900-gdf79404cd8, Yosys 0.63+post, stock flow scripts
make -C /OpenROAD-flow-scripts/flow DESIGN_CONFIG=/design/flow/config.mk WORK_HOME=/design/flow/orfs finish
```
`config.mk`:
```
export PLATFORM = sky130hd
export DESIGN_NAME = alu_design
export DESIGN_NICKNAME = alu_design
export VERILOG_FILES = /design/flow/design.v
export SDC_FILE = /design/flow/constraint.sdc
export NUM_CORES = 4
export LEC_CHECK = 1
export CORE_UTILIZATION = 30
```
`constraint.sdc`:
```
current_design alu_design

set clk_period 12.0
set clk_io_pct 0.2

create_clock -name clk0 -period $clk_period [get_ports {clk}]

set non_clock_inputs [all_inputs -no_clocks]
set_input_delay [expr $clk_period * $clk_io_pct] -clock clk0 $non_clock_inputs
set_output_delay [expr $clk_period * $clk_io_pct] -clock clk0 [all_outputs]
```
`design.v`:
```
module alu_design #(parameter W = 8)(
    input clk, rst, mode, ce, cin,
    input [1:0] inp_valid,
    input [7:0] opa, opb,
    input [3:0] cmd,
    output reg err, ov, cout, g, l, e,
    output reg [15:0] res
);
parameter INV_INP = 2'b00, OPA_VALID = 2'b01, OPB_VALID = 2'b10, OPA_AND_OPB_VALID = 2'b11;
reg [7:0] opa_p, opb_p;
reg [3:0] cmd_p;
reg [1:0] valid_p;
reg mode_p, cin_p;
reg [15:0] res_p;
reg cout_p, ov_p, g_p, l_p, e_p, err_p;
always @(posedge clk or posedge rst) begin
    if (rst) begin
        opa_p <= 0;
        opb_p <= 0;
        cmd_p <= 0;
        valid_p <= 0;
        cin_p <= 0;
        mode_p <= 0;
    end else if (ce) begin
        opa_p <= opa;
        opb_p <= opb;
        cmd_p <= cmd;
        valid_p <= inp_valid;
        cin_p <= cin;
        mode_p <= mode;
    end
end
always @(*) begin
    res_p = 0;
    err_p = 0;
    cout_p = 0;
    ov_p = 0;
    g_p = 0;
    l_p = 0;
    e_p = 0;
    if (ce) begin
        if (mode_p == 1) begin
            case (valid_p)
                INV_INP: begin
                    res_p = 0;
                    err_p = 1;
                end
                OPA_VALID: begin
                    case (cmd_p)
                        4'b0100: begin
                            res_p = opa_p + 1;
                            cout_p = res_p[8];
                        end
                        4'b0101: begin
                            res_p = opa_p - 1;
                            ov_p = res_p[8];
                        end
                        default: err_p = 1;
                    endcase
                end
                OPB_VALID: begin
                    case (cmd_p)
                        4'b0110: begin
                            res_p = opb_p + 1;
                            cout_p = res_p[8];
                        end
                        4'b0111: begin
                            res_p = opb_p - 1;
                            ov_p = res_p[8];
                        end
                        default: err_p = 1;
                    endcase
                end
                OPA_AND_OPB_VALID: begin
                    case (cmd_p)
                        4'b0000: begin
                            res_p = opa_p + opb_p;
                            cout_p = res_p[8];
                        end
                        4'b0001: begin
                            res_p = opa_p - opb_p;
                            ov_p = res_p[8];
                        end
                        4'b0010: begin
                            res_p = opa_p + opb_p + cin_p;
                            cout_p = res_p[8];
                        end
                        4'b0011: begin
                            res_p = opa_p - opb_p - cin_p;
                            ov_p = res_p[8];
                        end
                        4'b1000: begin
                            g_p = (opa_p > opb_p);
                            l_p = (opa_p < opb_p);
                            e_p = (opa_p == opb_p);
                        end
                        4'b1001: begin
                            res_p = (opa_p + 1) * (opb_p + 1);
                        end
                        4'b1010: begin
                            res_p = (opa_p << 1) * opb_p;
                        end
                        4'b1011: begin
                            res_p = $signed(opa_p) + $signed(opb_p);
                            ov_p = (($signed(opa_p) > 0) && ($signed(opb_p) > 0) && ($signed(res_p[7:0]) < 0)) ||
                                   (($signed(opa_p) < 0) && ($signed(opb_p) < 0) && ($signed(res_p[7:0]) > 0));
                        end
                        4'b1100: begin
                            res_p = $signed(opa_p) - $signed(opb_p);
                            ov_p = (($signed(opa_p) > 0) && ($signed(opb_p) < 0) && ($signed(res_p[7:0]) < 0)) ||
                                   (($signed(opa_p) < 0) && ($signed(opb_p) > 0) && ($signed(res_p[7:0]) > 0));
                        end
                        default: err_p = 1;
                    endcase
                end
                default: err_p = 1;
            endcase
        end else begin
            case (valid_p)
                INV_INP: begin
                    res_p = 0;
                    err_p = 1;
                end
                OPA_VALID: begin
                    case (cmd_p)
                        4'b0110: res_p = ~opa_p;
                        4'b1000: res_p = opa_p >> 1;
                        4'b1001: res_p = opa_p << 1;
                        default: err_p = 1;
                    endcase
                end
                OPB_VALID: begin
                    case (cmd_p)
                        4'b0111: res_p = ~opb_p;
                        4'b1010: res_p = opb_p >> 1;
                        4'b1011: res_p = opb_p << 1;
                        default: err_p = 1;
                    endcase
                end
                OPA_AND_OPB_VALID: begin
                    case (cmd_p)
                        4'b0000: res_p = opa_p & opb_p;
                        4'b0010: res_p = opa_p | opb_p;
                        4'b0001: res_p = ~(opa_p & opb_p);
                        4'b0011: res_p = ~(opa_p | opb_p);
                        4'b0100: res_p = opa_p ^ opb_p;
                        4'b0101: res_p = ~(opa_p ^ opb_p);
                        4'b1100: begin
                            if (|opb_p[7:4]) err_p = 1;
                            else res_p = (opa_p << opb_p[2:0]) | (opa_p >> (8 - opb_p[2:0]));
                        end
                        4'b1101: begin
                            if (|opb_p[7:4]) err_p = 1;
                            else res_p = (opa_p >> opb_p[2:0]) | (opa_p << (8 - opb_p[2:0]));
                        end
                        default: err_p = 1;
                    endcase
                end
                default: err_p = 1;
            endcase
        end
    end
end
always @(posedge clk or posedge rst) begin
    if (rst) begin
        res <= 0;
        cout <= 0;
        ov <= 0;
        g <= 0;
        l <= 0;
        e <= 0;
        err <= 0;
    end else if (ce) begin
        res <= res_p;
        cout <= cout_p;
        ov <= ov_p;
        g <= g_p;
        l <= l_p;
        e <= e_p;
        err <= err_p;
    end
end
endmodule
```
==> results.json <==
{
  "place_ws_ns": 5.29,
  "cp-start-kind": "flip-flop",
  "grt.total_usage_pct": 26.2,
  "clk_pin_slew_ns": 0.08,
  "post_cts_buffers": 0,
  "synth.yosys.seq_area_share_pct": 10.4,
  "powerDensity_mw_per_mm2": 140,
  "final.setup.tns_ns": 0,
  "row_count": 70,
  "drive_gt1_share_pct": 6.27,
  "htreeDepth": 2,
  "path_common_cell": "fa_1",
  "required_ns": 12.22,
  "dp_hpwl_um": 37200,
  "relSlewSlack_pct": 16.3,
  "max_cap_viol_count": 0,
  "dieArea_mm2": 0.0377,
  "core_region_area_mm2": 0.0365,
  "instances_no_fill": 1935,
  "synth_cells": 1463,
  "synthesis.area_mm2": 0.0111,
  "most_common_cell": "nor2_1",
  "setup_ws_ns": 5.27,
  "clockRootBuffer": "clkbuf_16",
  "antenna_found_initial": 1,
  "yosysWarnings": 1,
  "drt_iter0_markers": 1364,
  "maxSlewViolCount": 0,
  "hold_class": "flip-flop to flip-flop",
  "die_h_um": 194,
  "peakVddDrop_mv": 0.0917,
  "yosys_cells": 1463,
  "cts_tree": "yes",
  "critPathCaptureType": "flip-flop",
  "worstPathArrival_ns": 6.95,
  "synth.distinct_cells": 86,
  "finalWeightedCongestion": 1.04,
  "viasPerCell": 5.85,
  "warning_count": 46,
  "grt_pass1_wl_um": 71700,
  "yosys_area_mm2": 0.0111,
  "fp.dieW_um": 194,
  "initial_core_util_pct": 30.3,
  "worst_pin_slew_ns": 1.22,
  "detail_route.wl_per_cell_um": 24.6,
  "critPathSlowestCell": "xnor2_1",
  "numCtsBuffers": 5,
  "grt_pass1_vias": 11018,
  "port_buffers": 48,
  "io_pins": 49,
  "ys_dominant_reg_cell": "dfrtp_1",
  "cts_hold_buffers": 0,
  "antenna_left": 0,
  "rsz0062_at_grt": "no",
  "drtPass1Iterations": 7,
  "finalCriticalPeriod_ns": 6.73,
  "syn_avg_cell_area_um2": 7.58,
  "cp.buffers_inverters": 5,
  "overflow": 0,
  "top_area_cell": "fa_1",
  "period_used_pct": 56.1,
  "path_class": "flip-flop to flip-flop",
  "ctsResizeCount": 0,
  "setup_viol": 0,
  "cts_num_sinks": 46,
  "crit_chain": "buf_4, clkinv_1, xnor2_1, or2_2, fa_1, fa_1, inv_1, fa_1, inv_1, fa_1, inv_1, ha_1, nand3_1, o211ai_1, o41ai_1, xor2_1, o22ai_1, nor3_1, o21ai_0, a22o_1",
  "drc": 0,
  "r2r_slack_ns": 5.27,
  "cp_slowest_stage_delay_ns": 0.93,
  "cellLeakagePower_nw": 5.30,
  "place_inst": 1927,
  "synthTopCellsByCount": "176 x nor2_1, 158 x inv_1, 141 x nand2_1",
  "insertion_delay_ns": 0.32,
  "grt_start_max_net_pins": 53,
  "skew_ns": 0.0128,
  "fmax_ghz": 0.149,
  "top_cell_area_share_pct": 15.5,
  "outcome": "completed",
  "synth-edff-count": 0,
  "critPathTopFamily": "adder cells",
  "hold_viol": 0,
  "num_antenna_cells": 0,
  "syn_to_final_growth_pct": 10.4,
  "utilization_pct": 33.5,
  "top_cells_by_area": "fa_1 16%, ha_1 11%, dfrtp_1 10%, nor2_1 6.0%, inv_1 5.4%",
  "clock_path_buffers": 2,
  "crit_fanout": 15,
  "routed_wl_um": 47500,
  "vias": 11329,
  "synth-seq-cells": 46,
  "ys_async_sr_fraction_pct": 100
}
## cell type report
class	count	area (um2)
tap	468	586
clock buffer	5	125
fill	3831	24300
sequential	46	1150
clock inverter	3	43.8
inverter	166	623
timing repair buffer	87	768
multi-input combinational	1160	8940
## registers in the layout (all words and copies together) (netlist names)
name	count
cout	1
cin_p	1
l	1
ov	1
res	16
mode_p	1
opb_p	8
g	1
valid_p	2
err	1
cmd_p	4
opa_p	8
e	1
## routing by layer
metal	wire length, um	GRT usage, %	up-vias
met5	13	0	-
met4	2200	8.97	2
met3	3620	3.75	109
met2	21600	41.0	610
met1	20100	37.6	5497
li1	-	-	5111
## path summary, 6_finish.rpt
| check | from | endpoint | cells after the start |
|---|---|---|---|
| max | opa_p[3] | res[12] | 20 |
| min | res[0] | res[0] | 1 |
| max reg2reg | opa_p[3] | res[12] | 20 |
| min reg2reg | res[0] | res[0] | 1 |
| max in group asynchronous | rst | ov | 3 |
| min in group asynchronous | rst | opb_p[6] | 3 |
## per-stage QoR
| stage | area [um2] | hold WS, ns | power, W |
|---|---|---|---|
| after floorplan | 11100 | 0.431 | 0.00108 |
| after global placement | 12100 | 0.480 | 0.00152 |
| after detailed placement | 12100 | 0.487 | 0.00153 |
| after CTS | 12200 | 0.507 | 0.00171 |
| after global routing | 12200 | 0.536 | 0.00187 |
| final | 12200 | 0.501 | 0.00171 |
## worst reg2reg max path, stage by stage (launching register included)
cell and delay (ns):
dfrtp_1 0.61, buf_4 0.35, clkinv_1 0.45, xnor2_1 0.93, or2_2 0.26, fa_1 0.40
fa_1 0.49, inv_1 0.05, fa_1 0.52, inv_1 0.05, fa_1 0.52, inv_1 0.04
ha_1 0.36, nand3_1 0.11, o211ai_1 0.14, o41ai_1 0.55, xor2_1 0.23, o22ai_1 0.10
nor3_1 0.14, o21ai_0 0.10, a22o_1 0.21
## power by group
part / internal (W) / switching, W / total, W
Combinational: 0.000483 / 0.000856 / 0.00134
Sequential: 0.000170 / 0.0000249 / 0.000195
Clock: 0.0000992 / 0.0000772 / 0.000176
Total: 0.000752 / 0.000958 / 0.00171
## kinds of logic (layout without fill, tap and decap cells)
| kind of cell | Yosys count | count (layout) | synth area share, % |
|---|---|---|---|
| buffers and inverters | 257 | 261 | 8.97 |
| and+or+nand+nor | 499 | 499 | 20.9 |
| muxes | 41 | 41 | 4.31 |
| xor gates and xnor gates | 77 | 77 | 6.21 |
| DFF | 46 | 46 | 10.4 |
| AOI/OAI and AO/OA | 357 | 357 | 22.4 |
| adders and majority gates | 186 | 186 | 26.8 |
## cell usage in the layout (no fill, tap or decap), types with 39 or more instances in the layout
master	synthesis	layout
nand2_1	141	141
fa_1	86	86
a21oi_1	66	66
nor2_1	176	176
dfrtp_1	46	46
buf_4	2	39
o21ai_0	75	75
xnor2_1	54	54
inv_1	158	157
clkdlybuf4s50_1	0	47
ha_1	100	100
Power is estimated from default activity; no workload was simulated.
